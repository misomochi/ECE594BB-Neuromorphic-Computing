===== design/flow/config.mk =====
export PLATFORM = sky130hd
export DESIGN_NAME = SNN
export DESIGN_NICKNAME = SNN
export VERILOG_FILES = /design/flow/design.v
export SDC_FILE = /design/flow/constraint.sdc
export NUM_CORES = 4
export LEC_CHECK = 1
export CORE_UTILIZATION = 50

===== design/flow/constraint.sdc =====
current_design SNN

set clk_period 4.5
set clk_io_pct 0.2

create_clock -name clk0 -period $clk_period [get_ports {clk_i}]

set non_clock_inputs [all_inputs -no_clocks]
set_input_delay [expr $clk_period * $clk_io_pct] -clock clk0 $non_clock_inputs
set_output_delay [expr $clk_period * $clk_io_pct] -clock clk0 [all_outputs]

===== design/flow/design.v =====
module LIF_neuron #(
    parameter V_REST = 5'd6,
    parameter V_LEAK = 5'd1,
    parameter K_SYN  = 1'd1,
    parameter V_TH   = 5'd14
) (
    input       clk_i,  
    input       rst_n,  
    input [2:0] w1_i,
    input [2:0] w2_i,
    input [2:0] w3_i,
    input       s1_i,
    input       s2_i,
    input       s3_i,
    output reg  spike_o
);
    reg [4:0] v_r, v_n;
    always @(*) begin
        if (spike_o == 1'b1) begin
            v_n = V_REST;
        end else begin
            v_n = v_r + K_SYN * (w1_i * s1_i + w2_i * s2_i + w3_i * s3_i) - ((v_r > V_REST) ? V_LEAK : 0);
        end
    end
    always @(posedge clk_i or negedge rst_n) begin
        if (!rst_n) begin
            v_r     <= V_REST;
            spike_o <= 1'b0;
        end else begin
            v_r     <= v_n;
            spike_o <= (v_n >= V_TH) ? 1'b1 : 1'b0;
        end
    end
endmodule
module SNN (
    input  clk_i,  
    input  rst_n,  
    input  s1_i,
    input  s2_i,
    input  s3_i,
    output spike1_o,
    output spike2_o
);
    wire w4, w5, w6;
    LIF_neuron N4 (
        .clk_i(clk_i),
        .rst_n(rst_n),
        .w1_i(3'd3),
        .w2_i(3'd3),
        .w3_i(3'd2),
        .s1_i(s1_i),
        .s2_i(s2_i),
        .s3_i(s3_i),
        .spike_o(w4)
    );
    LIF_neuron N5 (
        .clk_i(clk_i),
        .rst_n(rst_n),
        .w1_i(3'd1),
        .w2_i(3'd2),
        .w3_i(3'd3),
        .s1_i(s1_i),
        .s2_i(s2_i),
        .s3_i(s3_i),
        .spike_o(w5)
    );
    LIF_neuron N6 (
        .clk_i(clk_i),
        .rst_n(rst_n),
        .w1_i(3'd4),
        .w2_i(3'd3),
        .w3_i(3'd4),
        .s1_i(s1_i),
        .s2_i(s2_i),
        .s3_i(s3_i),
        .spike_o(w6)
    );
    LIF_neuron N7 (
        .clk_i(clk_i),
        .rst_n(rst_n),
        .w1_i(3'd3),
        .w2_i(3'd2),
        .w3_i(3'd3),
        .s1_i(w4),
        .s2_i(w5),
        .s3_i(w6),
        .spike_o(spike1_o)
    );
    LIF_neuron N8 (
        .clk_i(clk_i),
        .rst_n(rst_n),
        .w1_i(3'd2),
        .w2_i(3'd4),
        .w3_i(3'd2),
        .s1_i(w4),
        .s2_i(w5),
        .s3_i(w6),
        .spike_o(spike2_o)
    );
endmodule

===== design/flow/run.sh =====
#!/bin/bash
# OpenROAD 26Q1-2900-gdf79404cd8, Yosys 0.63+post, stock flow scripts
make -C /OpenROAD-flow-scripts/flow DESIGN_CONFIG=/design/flow/config.mk WORK_HOME=/design/flow/orfs finish

==> design notes <==
The share of cells above drive strength 1 was 10.2%. The run gives 0 as the number of remaining DRC errors. With the combined area of all synthesized cells at 2280 µm², the setup clock skew after layout is 0.00455 ns. Once detailed placement completed, the half-perimeter wirelength came to 2780 µm. The run gives 29 as the distinct cell type count after synthesis. The number of warnings reported in the stage logs is 25. The main area contributors are sky130_fd_sc_hd__dfrtp_1 (22%), sky130_fd_sc_hd__ha_1 (20%), sky130_fd_sc_hd__fa_1 (13%), sky130_fd_sc_hd__dfstp_2 (12%), sky130_fd_sc_hd__inv_1 (10%).

The logs give 0 for the total setup buffers inserted after CTS and 387 for the number of filler instances in the final layout. For this run, the total global-route usage over all layers was measured as 17.2%. The run gives 0.273 GHz as the maximum operating frequency.

The detailed router placed 1431 vias in this run. TritonCTS built the clock tree. For this run the aggregate overflow at the end of global routing stands at 0.

The run gives 75.1% for the worst-case headroom to the max-slew limit. Setup repair after global routing left no endpoint under its margin. The number of cells on the worst reg-to-reg path is 10.

The tools report the initial antenna violation count as 0. The number of register bits inferred by synthesis is 30. The clock tree has to reach 30 sinks. Post-synthesis to final-layout area growth: 9.82%. Once routing completed, OpenROAD measured the worst setup slack at 0.843 ns. The number of clock buffers added by TritonCTS is 5. The share of synthesized area in the top cell type comes to 22.0%. For this design, the CTS-stage hold fixing added 0 buffers.

The horizontal die dimension reported for this design is 69.5 µm. For reference, the post-synthesis area per instance comes to 9.87 µm². Per the detail_route report, vias per standard cell equal 4.80. Dividing the detail-routed wire length by the instance count gives 11.5 µm. After synthesis, flip-flops and latches occupy 33.5% of the total area.

By startpoint and endpoint, the worst setup path is classified as in2reg. With the worst path arrival time at 3.82 ns, the final-report max-slew violation count is 0. Per the post-synthesis report, the number of cells in the design is 231.

With the cell count listed in synth_stat.txt at 231, the standard-cell row count is 24. Biggest area consumer among synthesized cells: sky130_fd_sc_hd__dfrtp_1. The measured slew at the worst slew-check pin is 0.373 ns.

In the synthesis report, Yosys lists the chip area as 2280 µm². The first global-routing pass estimated 6370 µm of wire. The critical path maximum fanout is 5.

For this block, the routed nets add up to 3420 µm of wire. The critical path launch point type was a primary input. The standard cell core area is 4350 µm², and the number of global-route vias before repair is 1499. The kind of end point of the critical path was a register.

The quantity of I/O buffers inserted on ports is 6. The clock slew at the register clock pins of the worst setup and hold paths is 0.06 ns. Total count of hold-check failures in the final report: 0. Summed over all failing endpoints, the final setup total negative slack is 0 ns. The residual antenna-violating net count after detailed routing is 0. The final report gives the standard cell area, fillers excluded, as 2500 µm².

Top-level port count: 7. The required time at the worst endpoint is listed as 4.67 ns. The logs give 2 for the maximum buffer depth of the clock tree and 52.4% for the starting density of the core.

The number of maximum-capacitance violations recorded for the run is 0. In the routed netlist, the antenna diode instances number 0. The post-route clock period utilization is 81.3%, and the cell area after placement is 2410 µm².

For the largest net degree at the start of global routing, the log shows 31. The run gives 49 as the violation tally from detailed-route iteration zero. Final weighted congestion of routability-driven global placement: 0.821. For the worst hold margin, the log shows 0.514 ns.

Note that the worst hold path type here is reg2reg. The die extent in y was 69.5 µm; the cell depth of the worst min-delay path was 1. The pre-antenna-repair detailed-routing pass consisted of 4 iterations. The clock root buffer master is sky130_fd_sc_hd__clkbuf_8.

For this run, the final setup violation count is recorded as 0. The tools report the number of H-tree levels as 2. With the clock period minus worst slack at 3.66 ns, the warning count from the yosys run is 1. With the clock network latency to the later pin of the worst-skew pair at 0.28 ns, the die footprint is 4830 µm². The run finished with clean final reports. With the worst slack at placement at 0.552 ns, the number of resized instances in the post-cts repair step is 0.
[placed cells by master, fill, tap and decap left out, types with 3 or more instances in the layout]
cell,Yosys,routed
sky130_fd_sc_hd__nor4_1,4,4
sky130_fd_sc_hd__nand2b_1,4,4
sky130_fd_sc_hd__dfrtp_1,20,20
sky130_fd_sc_hd__xnor2_1,8,8
sky130_fd_sc_hd__dfstp_2,10,10
sky130_fd_sc_hd__nor2_1,18,18
sky130_fd_sc_hd__fa_1,15,15
sky130_fd_sc_hd__nand2_1,11,11
sky130_fd_sc_hd__a31oi_1,3,3
sky130_fd_sc_hd__clkbuf_8,0,6
sky130_fd_sc_hd__ha_1,37,37
sky130_fd_sc_hd__a21oi_1,10,10
sky130_fd_sc_hd__inv_1,61,61
sky130_fd_sc_hd__a21o_1,3,3
sky130_fd_sc_hd__xor2_1,7,7
sky130_fd_sc_hd__or2_2,4,4
sky130_fd_sc_hd__clkdlybuf4s50_1,0,6
[layout make-up]
| class | instances | area, µm² | share of cell area (%) |
|---|---|---|---|
| inverter | 61 | 229 | 9.15 |
| clock inverter | 1 | 5.00 | 0.200 |
| timing repair buffer | 7 | 67.6 | 2.70 |
| tap | 52 | 65.1 | 2.60 |
| sequential | 30 | 763 | 30.5 |
| clock buffer | 7 | 86.3 | 3.45 |
| multi-input combinational | 140 | 1290 | 51.4 |
[cells in the mapped netlist, drive strengths merged]
master,number
nand2,11
dfrtp,20
or4b,2
a31oi,3
xnor2,8
inv,61
xor2,7
nor2,18
a21o,3
a41oi,1
nand2b,4
fa,15
o21ai,3
a31o,1
or2b,1
a21boi,1
nor3,2
nor4,4
ha,37
or2,4
or4,1
nor2b,1
nand3,1
nand4b,1
dfstp,10
a21oi,11
[per-layer routing]
| metal | track usage [%] | up-vias | wire length, µm |
|---|---|---|---|
| li1 | - | 748 | - |
| met2 | 25.5 | 13 | 1530 |
| met5 | 0 | - | 0 |
| met3 | 4.28 | 5 | 114 |
| met1 | 28.0 | 665 | 1720 |
| met4 | 2.04 | 0 | 56 |
[per-stage QoR]
stage,std cells,utilization (%)
after floorplan,231,-
after global placement,290,55.4
after detailed placement,290,55.4
after CTS,298,57.5
after global routing,298,57.5
final,298,57.5
[logic make-up after synthesis]
family                     share of synthesized area (%)
AOI/OAI and AO/OA                                   6.31
xor gates and xnor gates                            5.76
adders and majority gates                           33.5
buffers and inverters                               10.0
DFF                                                 33.5
and+or+nand+nor                                     10.9
[state kept, by name, summed over array words and instances, names as in the netlist]
register and flops:
N4.v_r 5, N5.v_r 5, N6.spike_o 1, N5.spike_o 1, N8.v_r 5, N7.spike_o 1, N4.spike_o 1, N8.spike_o 1
N6.v_r 5, N7.v_r 5
[critical path, cell delays in order]
cell and delay, ns:
sky130_fd_sc_hd__clkdlybuf4s50_1 0.39, sky130_fd_sc_hd__inv_1 0.14, sky130_fd_sc_hd__ha_1 0.17, sky130_fd_sc_hd__inv_1 0.04, sky130_fd_sc_hd__fa_1 0.47, sky130_fd_sc_hd__inv_1 0.05, sky130_fd_sc_hd__fa_1 0.45, sky130_fd_sc_hd__inv_1 0.07
sky130_fd_sc_hd__ha_1 0.14, sky130_fd_sc_hd__inv_1 0.05, sky130_fd_sc_hd__fa_1 0.37, sky130_fd_sc_hd__xnor2_1 0.17, sky130_fd_sc_hd__xnor2_1 0.14, sky130_fd_sc_hd__nor2_1 0.07, sky130_fd_sc_hd__a31o_2 0.21
[worst paths after layout]
path	endpoint	startpoint	slack (ns)
hold reg to reg	N4.spike_o	N4.spike_o	0.51
setup reg to reg	N7.spike_o	N7.v_r[2]	1.18
hold / removal	N4.spike_o	N4.spike_o	0.51
max in group asynchronous	N4.v_r[2]	rst_n	3.18
min in group asynchronous	N5.v_r[3]	rst_n	1.00
setup / recovery	N6.spike_o	s2_i	0.84
